==> design.v <==
module mem(input         clk, we,
           input  [31:0] a, wd,
           output [31:0] rd);
  reg  [31:0] RAM[63:0];
  initial
    begin
      $readmemh("memfile.dat",RAM);   
    end
  assign rd = RAM[a[31:2]];  
  always @(posedge clk)
    if (we)
      RAM[a[31:2]] <= wd;
endmodule
module muxDos (d0, d1, s, y);
    input [31:0] d0, d1;
    input s;
    output [31:0] y;
    assign y = s ? d1 : d0;
endmodule
module muxCuatro (d0, d1, d2, d3, s, y);
    input [31:0] d0, d1, d2, d3;
    input [1:0] s;
    output [31:0] y;
    wire [31:0] n0, n1;
    muxDos mm0 (d0, d1, s[0], n0);
    muxDos mm1 (d2, d3, s[0], n1);
    muxDos mmm (n0, n1, s[1], y);
endmodule
module Adder (Sa, Sb, Sum);
    input [31:0] Sa, Sb;
    output [31:0] Sum;
    wire [32:0] Aux;
    assign Aux = Sa + Sb;
    assign Sum = Aux[31:0];
endmodule
module zeroExt (bitIn, wordOut);
    input bitIn;
    output [31:0] wordOut;
    assign wordOut = {31'b0, bitIn};
endmodule
module alu (AluOp, A, B, Result, Zero);
    input [3:0] AluOp;
    input [31:0] A, B;
    output [31:0] Result;
    output Zero;
    wire [31:0] minusB, selB, AplusB, AlessthanB, selArit, AandB, AorB, AxorB, selLog;
    assign minusB = ~B + 1;
    muxDos mxB (B, minusB, AluOp[1], selB);
    Adder apb (A, selB, AplusB);
    zeroExt slt (AplusB[31], AlessthanB);
    muxDos mxArit (AplusB, AlessthanB, AluOp[3], selArit);
    assign AandB = A & B;
    assign AorB = A | B;
    assign AxorB = A ^ B;
    muxCuatro mxLog (AandB, AorB, AxorB, ~AorB, AluOp[1:0], selLog);
    muxDos mxfinal (selArit, selLog, AluOp[2], Result);
    assign Zero = ~( | Result);
endmodule
module regfile(input         clk, 
               input         we3, 
               input  [4:0]  ra1, ra2, wa3, 
               input  [31:0] wd3, 
               output [31:0] rd1, rd2);
  reg [31:0] rf[31:0];
  always @(posedge clk)
    if (we3) rf[wa3] <= wd3;	
  assign rd1 = (ra1 != 0) ? rf[ra1] : 0;
  assign rd2 = (ra2 != 0) ? rf[ra2] : 0;
endmodule
module adder(input  [31:0] a, b,
             output [31:0] y);
  assign y = a + b;
endmodule
module sl2(input  [31:0] a,
           output [31:0] y);
  assign y = {a[29:0], 2'b00};
endmodule
module signext(input  [15:0] a,
               output [31:0] y);
  assign y = {{16{a[15]}}, a};
endmodule
module flopr #(parameter WIDTH = 8)
              (input              clk, reset,
               input  [WIDTH-1:0] d, 
               output reg [WIDTH-1:0] q);
  always @(posedge clk, posedge reset)
    if (reset) q <= 0;
    else       q <= d;
endmodule
module flopenr #(parameter WIDTH = 8)
                (input              clk, reset,
                 input              en,
                 input  [WIDTH-1:0] d, 
                 output reg [WIDTH-1:0] q);
  always @(posedge clk, posedge reset)
    if      (reset) q <= 0;
    else if (en)    q <= d;
endmodule
module mux2 #(parameter WIDTH = 8)
             (input  [WIDTH-1:0] d0, d1, 
              input              s, 
              output [WIDTH-1:0] y);
  assign y = s ? d1 : d0; 
endmodule
module mux3 #(parameter WIDTH = 8)
             (input  [WIDTH-1:0] d0, d1, d2,
              input  [1:0]       s, 
              output [WIDTH-1:0] y);
  assign #1 y = s[1] ? d2 : (s[0] ? d1 : d0); 
endmodule
module mux4 #(parameter WIDTH = 8)
             (input  [WIDTH-1:0] d0, d1, d2, d3,
              input  [1:0]       s, 
              output reg [WIDTH-1:0] y);
   always@ (*)
      case(s)
         2'b00: y <= d0;
         2'b01: y <= d1;
         2'b10: y <= d2;
         2'b11: y <= d3;
      endcase
endmodule
module mips(input         clk, reset,
            output [31:0] adr, writedata,
            output        memwrite,
            input  [31:0] readdata);
  wire        zero, pcen, irwrite, regwrite,
               alusrca, iord, memtoreg, regdst;
              wire [3:0] alucontrol;
              wire [1:0] alusrcb, pcsrc;
              wire [5:0] op, funct;
  controller c(clk, reset, op, funct, zero,
               pcen, memwrite, irwrite, regwrite,
               alusrca, iord, memtoreg, regdst, 
               alusrcb, pcsrc, alucontrol); 
  datapath dp(clk, reset, 
              pcen, irwrite, regwrite,
              alusrca, iord, memtoreg, regdst,
              alusrcb, pcsrc, alucontrol,  
              op, funct, zero,
              adr, writedata, readdata);
endmodule
module controller(input        clk, reset,
                  input  [5:0] op, funct,
                  input        zero,
                  output       pcen, memwrite, irwrite, regwrite,
                  output       alusrca, iord, memtoreg, regdst,
                  output [1:0] alusrcb, pcsrc, 
		              output [3:0] alucontrol);
  wire [1:0] aluop; 
  wire       branch, pcwrite;
  maindec md(clk, reset, op,
             pcwrite, memwrite, irwrite, regwrite,
             alusrca, branch, iord, memtoreg, regdst, 
             alusrcb, pcsrc, aluop); 
  aludec  ad(funct, aluop, alucontrol);
  assign pcen = pcwrite | (branch & zero); 
endmodule
module maindec(input        clk, reset, 
               input  [5:0] op, 
               output       pcwrite, memwrite, irwrite, regwrite,
               output       alusrca, branch, iord, memtoreg, regdst,
               output [1:0] alusrcb, pcsrc, 
               output [1:0] aluop);
  parameter   FETCH   = 4'b0000; 	 
  parameter   DECODE  = 4'b0001; 	 
  parameter   MEMADR  = 4'b0010;	 
  parameter   MEMRD   = 4'b0011;	 
  parameter   MEMWB   = 4'b0100;	 
  parameter   MEMWR   = 4'b0101;	 
  parameter   RTYPEEX = 4'b0110;	 
  parameter   RTYPEWB = 4'b0111;	 
  parameter   BEQEX   = 4'b1000;	 
  parameter   ADDIEX  = 4'b1001;	 
  parameter   ADDIWB  = 4'b1010;	 
  parameter   JEX     = 4'b1011;	 
  parameter   LW      = 6'b100011;	 
  parameter   SW      = 6'b101011;	 
  parameter   RTYPE   = 6'b000000;	 
  parameter   BEQ     = 6'b000100;	 
  parameter   ADDI    = 6'b001000;	 
  parameter   J       = 6'b000010;	 
  reg [3:0]  state, nextstate;
  reg [14:0] controls;
  always @(posedge clk or posedge reset)			
    if(reset) state <= FETCH;
    else state <= nextstate;
  always @(*)
    case(state)
      FETCH:   nextstate <= DECODE;
      DECODE:  case(op)
                 LW:      nextstate <= MEMADR;
                 SW:      nextstate <= MEMADR;
                 RTYPE:   nextstate <= RTYPEEX;
                 BEQ:     nextstate <= BEQEX;
                 ADDI:    nextstate <= ADDIEX;
                 J:       nextstate <= JEX;
                 default: nextstate <= FETCH;  
                endcase
      MEMADR: case (op)
      		       LW:	    nextstate <= MEMRD;
                 SW:	    nextstate <= MEMWR;
                 default: nextstate <= FETCH;
                endcase
      MEMRD:      nextstate <= MEMWB;
      MEMWB:      nextstate <= FETCH;
      MEMWR:      nextstate <= FETCH;
      RTYPEEX:    nextstate <= RTYPEWB;
      RTYPEWB:    nextstate <= FETCH;
      BEQEX:      nextstate <= FETCH;
      ADDIEX:     nextstate <= ADDIWB;
      ADDIWB:     nextstate <= FETCH;
      JEX:        nextstate <= FETCH;
      default: nextstate <= FETCH;  
    endcase
  assign {pcwrite, memwrite, irwrite, regwrite, 
          alusrca, branch, iord, memtoreg, regdst,
          alusrcb, pcsrc, aluop} = controls;
  always @(*)
    case(state)
      FETCH:   controls <= 15'h5010;
      DECODE:  controls <= 15'h0030;
      MEMADR  :  controls <= 15'h0420;
      MEMRD   :  controls <= 15'h0100;
      MEMWB   :  controls <= 15'h0880;
      MEMWR   :  controls <= 15'h2100;
      RTYPEEX :  controls <= 15'h0402;
      RTYPEWB :  controls <= 15'h0840;
      BEQEX   :  controls <= 15'h0605;
      ADDIEX  :  controls <= 15'h0420;
      ADDIWB  :  controls <= 15'h0800;
      JEX     :  controls <= 15'h4008;
      default: controls <= 15'hxxxx;  
    endcase
endmodule
module aludec(input  [5:0] funct,
              input  [1:0] aluop,
              output reg [3:0] alucontrol);
   always@ (*)
    case(aluop)
      2'b00: alucontrol <= 4'b0000;   
      2'b01: alucontrol <= 4'b0010;   
      2'b11: alucontrol <= 4'b0101;   
      default: case(funct)           
          6'b100000: alucontrol <= 4'b0000;  
          6'b100010: alucontrol <= 4'b0010;  
          6'b100100: alucontrol <= 4'b0100;  
          6'b100101: alucontrol <= 4'b0101;  
          6'b101010: alucontrol <= 4'b1010;  
          default:   alucontrol <= 4'bxxx;  
        endcase
    endcase
endmodule
module datapath(input         clk, reset,
                input         pcen, irwrite, regwrite,
                input         alusrca, iord, memtoreg, regdst,
                input  [1:0]  alusrcb, pcsrc, 
                input  [3:0]  alucontrol,
                output [5:0]  op, funct,
                output        zero,
                output [31:0] adr, writedata, 
                input  [31:0] readdata);
  wire [4:0]  writereg;
  wire [31:0] pcnext, pc;
  wire [31:0] instr, data, srca, srcb;
  wire [31:0] a;
  wire [31:0] aluresult, aluout;
  wire [31:0] signimm;    
  wire [31:0] signimmsh;	 
  wire [31:0] wd3, rd1, rd2;
  assign op = instr[31:26];
  assign funct = instr[5:0];
  flopenr #(32) pcreg(clk, reset, pcen, pcnext, pc);
  mux2    #(32) adrmux(pc, aluout, iord, adr);
  flopenr #(32) instrreg(clk, reset, irwrite,readdata, instr);
  flopr   #(32) datareg(clk, reset, readdata, data);
  mux2 #(5)   regdstmux(instr[20:16],instr[15:11], regdst, writereg);
  mux2 #(32)  wdmux(aluout, data, memtoreg, wd3);
  regfile     rf(clk, regwrite, instr[25:21],instr[20:16],writereg, wd3, rd1, rd2);
  signext     se(instr[15:0], signimm);
  sl2         immsh(signimm, signimmsh);
  flopr #(32) areg(clk, reset, rd1, a);
  flopr #(32) breg(clk, reset, rd2, writedata);
  mux2  #(32) srcamux(pc, a, alusrca, srca);
  mux4  #(32) srcbmux(writedata, 32'b100,signimm, signimmsh,alusrcb, srcb);
  alu         alu(alucontrol, srca, srcb,aluresult, zero);
  flopr #(32) alureg(clk, reset, aluresult, aluout);
  mux3  #(32) pcmux(aluresult, aluout,{pc[31:28], instr[25:0], 2'b00},pcsrc, pcnext);
endmodule
module top(input         clk, reset, 
           output [31:0] writedata, adr, 
           output        memwrite);
  wire [31:0] readdata;
  mips mips(clk, reset, adr, writedata, memwrite, readdata);
  mem mem(clk, memwrite, adr, writedata, readdata);
endmodule
==> memfile.dat <==
20020005
2003000c
2067fff7
00e22025
00642824
00a42820
10a7000a
0064202a
10800001
20050000
00e2202a
00853820
00e23822
ac670044
8c020050
08000011
20020001
//ac020054
//34A40001
14800001
==> run.sh <==
#!/bin/bash
# OpenROAD 26Q1-2900-gdf79404cd8, Yosys 0.63+post, stock flow scripts
make -C /OpenROAD-flow-scripts/flow DESIGN_CONFIG=/design/flow/config.mk WORK_HOME=/design/flow/orfs finish
==> config.mk <==
export PLATFORM = sky130hd
export DESIGN_NAME = adder
export DESIGN_NICKNAME = adder
export VERILOG_FILES = /design/flow/design.v
export SDC_FILE = /design/flow/constraint.sdc
export NUM_CORES = 4
export LEC_CHECK = 1
export CORE_AREA = 10 10 94 94
export DIE_AREA = 0 0 104 104
==> constraint.sdc <==
current_design adder

set clk_period 14.5
set clk_io_pct 0.2

create_clock -name clk0 -period $clk_period

set non_clock_inputs [all_inputs -no_clocks]
set_input_delay [expr $clk_period * $clk_io_pct] -clock clk0 $non_clock_inputs
set_output_delay [expr $clk_period * $clk_io_pct] -clock clk0 [all_outputs]
==> impl_metrics.env <==
# source this file to load flow results
export IMPL_run_status="complete, no violations"
export IMPL_finalHoldViolations=0
export IMPL_yosys_cell_count=241
export IMPL_globalRoute_totalOverflow=0
export IMPL_cts_setup_buffers=0
export IMPL_post_route_cells_drive_above_1_share=0.0307
export IMPL_row_count=30
export IMPL_worstPathMaxFanout=4
export IMPL_dr_pass1_iters=4
export IMPL_grt_usage=0.102
export IMPL_numPortBuffers=96
export IMPL_number_of_antenna_violations_at_the_first_check_in_global_routing=0
export IMPL_total_via_count_after_detailed_routing=2070
export IMPL_synth_area_per_cell_um2=7.24
export IMPL_cellInternalPower_w=0.0000803
export IMPL_synth_yosys_chip_area_mm2=0.00174
export IMPL_timing_setup_critical_path_class="input pin to primary output"
export IMPL_worst_pin_slew_ps=537
export IMPL_max_cap_viol_count=0
export IMPL_multiInputGateArea_mm2=0.00168
export IMPL_fill_cells=728
export IMPL_finalWeightedCongestion=0.819
export IMPL_p_switching_w=0.0000532
export IMPL_leakagePower_nw=1.18
export IMPL_floorplan_die_area_mm2=0.0108
export IMPL_setup_violations_final=0
export IMPL_first_pass_grt_wire_length_um=9700
export IMPL_maxSlewViolCount=0
export IMPL_placeableCoreArea_mm2=0.00683
export IMPL_rsz0062_at_grt="false"
export IMPL_final_min_period_over_clock_period=0.605
export IMPL_detail_route_drc_violations=0
export IMPL_max_clock_freq_mhz=114
export IMPL_floorplan_io_pins=96
export IMPL_holdBufCountCts=0
export IMPL_final_design_area_no_fill_mm2=0.00278
export IMPL_hold_class="input pin to primary output"
export IMPL_clock_buffer_count=0
export IMPL_pwr_density_cell_mw_per_mm2=48.0
export IMPL_totalNegativeSetupSlack_ps=0
export IMPL_pwr_share_clk=0
export IMPL_antennaDiodeCount=0
export IMPL_grt_max_degree=11
export IMPL_synth_sequential_area_ratio=0
export IMPL_setup_worst_path_start_class="input pin"
export IMPL_die_w_um=104
export IMPL_timing_critical_path_from="a[0]"
export IMPL_yosys_warnings=0
export IMPL_required_ps=11600
export IMPL_syn2layout_area_growth_pct=59.5
export IMPL_core_util_floorplan=0.255
export IMPL_irDropWorstVdd_uv=22.5
export IMPL_switching_share=0.398
export IMPL_cts_repair_resize_count=0
export IMPL_synthesis_instances=241
export IMPL_pwr_share_comb=1.000
export IMPL_n_sequential_cell=0
export IMPL_slew_headroom=0.633
export IMPL_power_sequential_fraction=0
export IMPL_worstHoldStart="b[0]"
export IMPL_register_area_um2=0
export IMPL_ant_nets=0
export IMPL_synthDistinctLibCells=50
export IMPL_cp_end_kind="primary output"
export IMPL_routedWlPerCell_um=13.9
export IMPL_syn_cell_area_mm2=0.00174
export IMPL_warning_total_across_the_stage_logs=32
export IMPL_post_drt_via_cell_ratio=4.91
export IMPL_period_needed_ps=8780
export IMPL_cp_data_arrival_time_ps=5880
export IMPL_wl_um=5880
export IMPL_dp_hpwl_um=5180
export IMPL_die_height_um=104
export IMPL_placement_cell_area_mm2=0.00278
export IMPL_grt_pass1_vias=2044
export IMPL_drt_iter0_markers=115
[power by group through the flow]
stage | clock network [W] | logic [W] | registers [W]
after CTS | 0 | 0.000135 | 0
after global routing | 0 | 0.000148 | 0
final | 0 | 0.000133 | 0
[critical path, cell delays in order]
cell and delay (ps):
sky130_fd_sc_hd__clkdlybuf4s50_1 400, sky130_fd_sc_hd__ha_1 240, sky130_fd_sc_hd__fa_1 400, sky130_fd_sc_hd__a21o_1 220, sky130_fd_sc_hd__a31o_2 270, sky130_fd_sc_hd__nand3_1 90, sky130_fd_sc_hd__o221ai_1 240, sky130_fd_sc_hd__a311oi_1 340
sky130_fd_sc_hd__o21bai_1 100, sky130_fd_sc_hd__xor2_1 160, sky130_fd_sc_hd__clkdlybuf4s50_1 490
[through the flow]
| step | cells | util | worst slack (ps) | hold slack (ps) | total power, W |
|---|---|---|---|---|---|
| after floorplan | 241 | - | 6870 | 5870 | 0.0000641 |
| after global placement | 422 | 0.407 | 5780 | 6830 | 0.000135 |
| after detailed placement | 422 | 0.407 | 5720 | 6840 | 0.000134 |
| after CTS | 422 | 0.407 | 5710 | 6850 | 0.000135 |
| after global routing | 422 | 0.407 | 5520 | 6850 | 0.000148 |
| final | 422 | 0.407 | 5720 | 6840 | 0.000133 |
[synthesized netlist by cell type (2+ instances only)]
| cell type | number | share of area |
|---|---|---|
| sky130_fd_sc_hd__o211ai_1 | 3 | 0.013 |
| sky130_fd_sc_hd__ha_1 | 31 | 0.22 |
| sky130_fd_sc_hd__buf_2 | 2 | 0.0057 |
| sky130_fd_sc_hd__nand2b_1 | 2 | 0.0072 |
| sky130_fd_sc_hd__nand4_1 | 8 | 0.029 |
| sky130_fd_sc_hd__nor3_1 | 4 | 0.011 |
| sky130_fd_sc_hd__mux2i_1 | 2 | 0.011 |
| sky130_fd_sc_hd__a21oi_1 | 29 | 0.083 |
| sky130_fd_sc_hd__nand3_1 | 10 | 0.029 |
| sky130_fd_sc_hd__inv_1 | 6 | 0.013 |
| sky130_fd_sc_hd__a31oi_1 | 3 | 0.011 |
| sky130_fd_sc_hd__or2_2 | 3 | 0.011 |
| sky130_fd_sc_hd__nand2_1 | 18 | 0.039 |
| sky130_fd_sc_hd__a211oi_1 | 3 | 0.013 |
| sky130_fd_sc_hd__o21bai_1 | 4 | 0.017 |
| sky130_fd_sc_hd__xor2_1 | 15 | 0.075 |
| sky130_fd_sc_hd__clkbuf_1 | 8 | 0.017 |
| sky130_fd_sc_hd__a311oi_1 | 2 | 0.010 |
| sky130_fd_sc_hd__o21ai_0 | 13 | 0.037 |
| sky130_fd_sc_hd__o21a_1 | 2 | 0.0086 |
| sky130_fd_sc_hd__o311ai_1 | 2 | 0.010 |
| sky130_fd_sc_hd__a21o_1 | 19 | 0.082 |
| sky130_fd_sc_hd__nor2_1 | 12 | 0.026 |
| sky130_fd_sc_hd__o221ai_1 | 2 | 0.010 |
| sky130_fd_sc_hd__xnor2_1 | 13 | 0.065 |
[layer usage]
| metal | vias to the layer above | GRT usage | part of all wire |
|---|---|---|---|
| met4 | 0 | 0 | 0 |
| met5 | - | 0 | 0 |
| met3 | 0 | 0.0194 | 0.052 |
| met2 | 54 | 0.166 | 0.44 |
| li1 | 1087 | - | - |
| met1 | 929 | 0.144 | 0.50 |
[cell usage in the layout (no fill, tap or decap), drive strengths merged, types with 2 or more instances in the layout]
master,count
a211oi,3
a21o,19
a21oi,29
a311oi,3
a31oi,3
clkdlybuf4s50,96
ha,31
inv,6
mux2i,2
nand2,18
nand2b,2
nand3,10
nand4,8
nor2,12
nor3,4
o211ai,3
o21a,2
o21ai,15
o21bai,5
o221ai,2
o311ai,2
or2,3
xnor2,13
xor2,15
[kinds of logic after synthesis]
kind of cell,after synthesis,synth area share
muxes,2,0.0115
xor gates and xnor gates,28,0.141
and+or+nand+nor,65,0.183
buffers and inverters,17,0.0380
AOI/OAI and AO/OA,97,0.393
adders and majority gates,32,0.234
[path summary, 6_finish.rpt]
check | endpoint | slack [ps] | cells after the start
worst min-delay path | y[0] | 6840 | 3
worst max-delay path | y[26] | 5720 | 11
[area by class of cell]
class	count	area share
Timing Repair Buffer	96	0.345
Tap cell	96	0.0432
Multi-Input combinational cell	224	0.603
Inverter	6	0.00810
Power and IR drop assume default switching activity.
